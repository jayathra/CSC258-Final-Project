<file path="flow/run.sh">
#!/bin/bash
# OpenROAD 26Q1-2900-gdf79404cd8, Yosys 0.63+post, stock flow scripts
make -C /OpenROAD-flow-scripts/flow DESIGN_CONFIG=/design/flow/config.mk WORK_HOME=/design/flow/orfs finish
</file>
<file path="flow/config.mk">
export PLATFORM = sky130hd
export DESIGN_NAME = ball
export DESIGN_NICKNAME = ball
export VERILOG_FILES = /design/flow/design.v
export SDC_FILE = /design/flow/constraint.sdc
export NUM_CORES = 4
export LEC_CHECK = 1
export CORE_UTILIZATION = 30
</file>
<file path="flow/constraint.sdc">
current_design ball

set clk_period 3.7
set clk_io_pct 0.2

create_clock -name clk0 -period $clk_period [get_ports {EN}]
create_clock -name clk1 -period $clk_period [get_ports {clk}]

set non_clock_inputs [all_inputs -no_clocks]
set_input_delay [expr $clk_period * $clk_io_pct] -clock clk0 $non_clock_inputs
set_output_delay [expr $clk_period * $clk_io_pct] -clock clk0 [all_outputs]
</file>
<file path="flow/design.v">
module pong
    (
        CLOCK_50,                         
        KEY,
        VGA_CLK,                            
        VGA_HS,                             
        VGA_VS,                             
        VGA_BLANK_N,                         
        VGA_SYNC_N,                         
        VGA_R,                            
        VGA_G,                             
        VGA_B                            
    );
    input            CLOCK_50;                 
    input   [3:0]   KEY;
    output            VGA_CLK;                    
    output            VGA_HS;                     
    output            VGA_VS;                     
    output            VGA_BLANK_N;                 
    output            VGA_SYNC_N;                 
    output    [9:0]    VGA_R;                    
    output    [9:0]    VGA_G;                     
    output    [9:0]    VGA_B;                    
    wire resetn;
    assign resetn = KEY[0];
    wire colour;
    wire [7:0] x;
    wire [6:0] y;
    wire w_plot_b;
    wire w_plot_p1;
    wire w_plot_p2;
    wire w_plot_p3;
    wire w_plot_p4;
    wire w_plotout;
    wire en_wire;
    wire [3:0] w_count;
    wire w_move;
    wire w_slow_clock;
    wire [7:0] w_xreg_b;
    wire [6:0] w_yreg_b;
    wire [7:0] w_reg_p1;
    wire [7:0] w_reg_p2;
    wire [7:0] w_reg_p3;
    wire [7:0] w_reg_p4;
    vga_adapter VGA(
            .resetn(resetn),
            .clock(CLOCK_50),
            .colour(colour),
            .x(x),
            .y(y),
            .plot(w_plotout),
            .VGA_R(VGA_R),
            .VGA_G(VGA_G),
            .VGA_B(VGA_B),
            .VGA_HS(VGA_HS),
            .VGA_VS(VGA_VS),
            .VGA_BLANK(VGA_BLANK_N),
            .VGA_SYNC(VGA_SYNC_N),
            .VGA_CLK(VGA_CLK));
        defparam VGA.RESOLUTION = "160x120";
        defparam VGA.MONOCHROME = "FALSE";
        defparam VGA.BITS_PER_COLOUR_CHANNEL = 1;
        defparam VGA.BACKGROUND_IMAGE = "black.mif";
    datapath d0(
        .clk(CLOCK_50),
        .resetn(resetn),
        .xreg_b(w_xreg_b),
        .yreg_b(w_yreg_b),
        .plot_b(w_plot_b),
        .plot_p1(w_plot_p1),
        .plot_p2(w_plot_p2),
        .plot_p3(w_plot_p3),
        .plot_p4(w_plot_p4),
        .reg_p1(w_reg_p1),
        .reg_p2(w_reg_p2),
        .reg_p3(w_reg_p3),
        .reg_p4(w_reg_p4),
        .EN(w_slow_clock),
        .x(x),
        .y(y),
        .count(w_count),
        .plotout(w_plotout)
    );
    ball p0(
        .clk(CLOCK_50),
        .resetn(resetn),
        .x_in(8'b0),
        .y_in(7'b0),
        .ld_en(en_wire),
        .move(w_move),
        .EN(w_slow_clock),
        .xreg_b(w_xreg_b),
        .yreg_b(w_yreg_b)
    );
    paddle p1(
        .clk(CLOCK_50),
        .resetn(resetn),
        .ld_en(en_wire),
        .move(w_move),
        .EN(w_slow_clock),
        .right_p(KEY[2]),
        .left_p(KEY[3]),
        .height_width(8'd120),
        .reg_p(w_reg_p1)
        );
    paddle p2(
        .clk(CLOCK_50),
        .resetn(resetn),
        .ld_en(en_wire),
        .move(w_move),
        .EN(w_slow_clock),
        .right_p(KEY[2]),
        .left_p(KEY[3]),
        .height_width(8'd160),
        .reg_p(w_reg_p2)
    );
    paddle p3(
        .clk(CLOCK_50),
        .resetn(resetn),
        .ld_en(en_wire),
        .move(w_move),
        .EN(w_slow_clock),
        .right_p(KEY[2]),
        .left_p(KEY[3]),
        .height_width(8'd120),
        .reg_p(w_reg_p3)
    );
    paddle p4(
        .clk(CLOCK_50),
        .resetn(resetn),
        .ld_en(en_wire),
        .move(w_move),
        .EN(w_slow_clock),
        .right_p(KEY[2]),
        .left_p(KEY[3]),
        .height_width(8'd160),
        .reg_p(w_reg_p4)
    );
    control c0(
        .clk(CLOCK_50),
        .resetn(resetn),
        .go(KEY[1]),
        .count(w_count),
        .EN(w_slow_clock),
        .ld_en(en_wire),
        .plot_b(w_plot_b),
        .plot_p1(w_plot_p1),
        .plot_p2(w_plot_p2),
        .plot_p3(w_plot_p3),
        .plot_p4(w_plot_p4),
        .colour_out(colour),
        .move(w_move)
    );
endmodule
module datapath(
    input clk,
    input resetn,
    input [7:0] xreg_b,
    input [6:0] yreg_b,
    input plot_b,
    input plot_p1,
    input plot_p2,
    input plot_p3,
    input plot_p4,
    input [7:0] reg_p1,
    input [7:0] reg_p2,
    input [7:0] reg_p3,
    input [7:0] reg_p4,
    output reg [3:0] count,
    output reg EN = 1'b0,
    output reg [7:0] x = 8'b0,
    output reg [6:0] y = 7'b0,
    output reg plotout
    );
	reg [19:0] cnt = 20'b0;
    reg [19:0] clock_speed = 20'd10;
    always @ (posedge clk) begin
        cnt <= cnt + 1;
        if (cnt == clock_speed) begin
            cnt <= 1'b0;
            EN <= ~EN;
            if (clock_speed > 20'd5)
                clock_speed <= clock_speed - 1'd1;
        end
    end
    always @ (posedge clk) begin
        if (!resetn)
        begin
            x <= 8'b0;
            y <= 7'b0;
        end
        else if (plot_b) begin
            x <= xreg_b + count[1:0];
            y <= yreg_b + count[3:2];
            plotout = 1'b1;
        end
        else if (plot_p1) begin
            x <= count[0];
            y <= reg_p1 + count[3:1];
            plotout = 1'b1;
        end
        else if (plot_p2) begin
            x <= reg_p2 + count[2:0];
            y <= count[3];
            plotout = 1'b1;
        end
        else if (plot_p3) begin
            x <= 8'd159 + count[0];
            y <= reg_p3 + count[3:1];
            plotout = 1'b1;
        end
        else if (plot_p4) begin
            x <= reg_p4 + count[2:0];
            y <= 8'd119 + count[3];
            plotout <= 1'b1;
        end
        else
            plotout <= 1'b0;
    end
    always @ (posedge clk) begin
        if (!resetn)
            count <= 4'b0;
        else if (count == 4'b1111)
            if (!EN)
                count <= 4'b1111;
            else
                count <= 4'b0;
        else if (plot_b || plot_p1 || plot_p2 || plot_p3 || plot_p4)  
            count <= count + 4'b1;
    end
endmodule
module ball (
    input clk,
    input resetn,
    input [7:0] x_in,
    input [6:0] y_in,
    input ld_en,  
    input move,
    input EN,  
    output reg [7:0] xreg_b,
    output reg [6:0] yreg_b
    );
    reg[7:0] x_anm_b = 8'b0;
    reg[6:0] y_anm_b = 7'b0;
    reg x_fwd_b = 1, y_fwd_b = 1;
    always @ (posedge clk) begin
        if (!resetn)
        begin
            xreg_b <= 8'b0;
            yreg_b <= 7'b0;
        end
        else begin
            if (ld_en) begin  
                xreg_b <= x_anm_b;
                yreg_b <= y_anm_b;
            end
            else begin
                xreg_b <= xreg_b;
                yreg_b <= yreg_b;
            end
        end
    end
    always @ (posedge EN) begin
        if (!resetn) begin
            x_anm_b <= 8'b0;
            y_anm_b <= 7'b0;
            x_fwd_b <= 1'b1;
            y_fwd_b <= 1'b1;
        end
        else if (move) begin
            if (x_fwd_b)  
                x_anm_b <= x_anm_b + 8'b1;
            else
                x_anm_b <= x_anm_b - 8'b1;
            if (y_fwd_b)  
                y_anm_b <= y_anm_b + 7'b1;
            else
                y_anm_b <= y_anm_b - 7'b1;
            if (x_anm_b == (160 - 4))
                x_fwd_b <= 1'b0;
            else if (x_anm_b == 8'b0)
                x_fwd_b <= 1'b1;
            if (y_anm_b == (120 - 4))
                y_fwd_b <= 1'b0;
            else if (y_anm_b == 7'b0)
                y_fwd_b <= 1'b1;
        end
    end  
endmodule
module paddle (
    input clk,
    input resetn,
    input ld_en,  
    input move,
    input EN,  
    input right_p,  
    input left_p,
    input [7:0] height_width,
    output reg [7:0] reg_p
    );
    reg [7:0] anm_p = 8'b0;
    always @ (posedge clk) begin
        if (!resetn)
        begin
            reg_p <= 8'b0;
        end
        else begin
            if (ld_en)  
                reg_p <= anm_p;
            else
                reg_p <= reg_p;
        end
    end
    always @ (posedge EN) begin
        if (!resetn) begin
            anm_p <= 8'b0;
        end
        else if (move) begin
            if (right_p) begin  
                if (anm_p == (height_width - 4'd8))
                    anm_p <= anm_p;
                else
                    anm_p <= anm_p + 8'b1;
            end
            else if (left_p) begin
                if (anm_p == 8'b0)
                    anm_p <= anm_p;
                else
                    anm_p <= anm_p - 8'b1;
            end
			else if (left_p && right_p)
				anm_p <= anm_p;
        end
    end  
endmodule
module control (
    input clk,
    input resetn,
    input go,
    input [3:0] count,
    input EN,
    output reg ld_en,
    output reg plot_b,
    output reg plot_p1,
    output reg plot_p2,
    output reg plot_p3,
    output reg plot_p4,
    output reg colour_out,
    output reg move
    );
    reg [3:0] current_state, next_state;
    localparam      S_LOAD_WAIT        = 4'd0,
                    S_LOAD            = 4'd1,
                    S_PLOT_BALL        = 4'd2,
                    S_PLOT_P1        = 4'd3,
                    S_PLOT_P2        = 4'd4,
                    S_PLOT_P3        = 4'd5,
                    S_PLOT_P4        = 4'd6,
                    S_ERASE_BALL    = 4'd7,
                    S_ERASE_P1        = 4'd8,
                    S_ERASE_P2        = 4'd9,
                    S_ERASE_P3        = 4'd10,
                    S_ERASE_P4        = 4'd11,
                    S_MOVE            = 4'd12;
    always @ (*)
    begin: state_table
        case (current_state)
            S_LOAD_WAIT: next_state = go ? S_LOAD : S_LOAD_WAIT;  
            S_LOAD: next_state = S_PLOT_BALL;                                                                             
            S_PLOT_BALL: begin
                if (count == 4'b1111)
                    next_state = S_PLOT_P1;     
                else
                    next_state = S_PLOT_BALL;
            end
            S_PLOT_P1: begin
                if (count == 4'b1111)
                    next_state = S_PLOT_P2;     
                else
                    next_state = S_PLOT_P1;
            end
            S_PLOT_P2: begin
                if (count == 4'b1111)
                    next_state = S_PLOT_P3;     
                else
                    next_state = S_PLOT_P2;
            end
            S_PLOT_P3: begin
                if (count == 4'b1111)
                    next_state = S_PLOT_P4;     
                else
                    next_state = S_PLOT_P3;
            end
            S_PLOT_P4: begin
                if (count == 4'b1111)
                    next_state = S_ERASE_BALL;     
                else
                    next_state = S_PLOT_P4;
            end
            S_ERASE_BALL:  begin
                if (count == 4'b1111)
                    next_state = S_MOVE;     
                else
                    next_state = S_ERASE_BALL;
            end
            S_ERASE_P1:  begin
                if (count == 4'b1111)
                    next_state = S_ERASE_P2;     
                else
                    next_state = S_ERASE_P1;
            end
            S_ERASE_P2:  begin
                if (count == 4'b1111)
                    next_state = S_ERASE_P3;     
                else
                    next_state = S_ERASE_P2;
            end
            S_ERASE_P3:  begin
                if (count == 4'b1111)
                    next_state = S_ERASE_P4;     
                else
                    next_state = S_ERASE_P3;
            end
            S_ERASE_P4:  begin
                if (count == 4'b1111)
                    next_state = S_MOVE;     
                else
                    next_state = S_ERASE_P4;
            end
            S_MOVE: next_state = S_LOAD;
            default: next_state = S_LOAD_WAIT;
        endcase
    end  
    always @ (*)
    begin: enable_signals
        ld_en = 1'b0;
        plot_b = 1'b0;
        plot_p1 = 1'b0;
        plot_p2 = 1'b0;
        plot_p3 = 1'b0;
        plot_p4 = 1'b0;
        move = 1'b0;
        colour_out = 3'b111;
        case (current_state)
            S_LOAD: begin
                ld_en = 1'b1;
            end
            S_PLOT_BALL:  plot_b = 1'b1;
            S_PLOT_P1:    plot_p1 = 1'b1;
            S_PLOT_P2:    plot_p2 = 1'b1;
            S_PLOT_P3:    plot_p3 = 1'b1;
            S_PLOT_P4:    plot_p4 = 1'b1;
            S_ERASE_BALL: begin
                colour_out = 3'b000;
                plot_b = 1'b1;
            end
            S_ERASE_P1: begin
                colour_out = 3'b000;
                plot_p1 = 1'b1;
            end
            S_ERASE_P2: begin
                colour_out = 3'b000;
                plot_p2 = 1'b1;
            end
            S_ERASE_P3: begin
                colour_out = 3'b000;
                plot_p3 = 1'b1;
            end
            S_ERASE_P4: begin
                colour_out = 3'b000;
                plot_p4 = 1'b1;
            end
            S_MOVE: begin
                move = 1'b1;
            end
        endcase
    end  
    always @ (posedge EN)
    begin: state_FFs
        if (!resetn)
            current_state <= S_LOAD_WAIT;
        else
            current_state <= next_state;
    end  
endmodule
</file>
==> reports/qor.csv <==
metric,value,unit
ys.flop_type,dfxtp_1,
area_growth,20.3,%
path_clk_slew,0.07,ns
drive_gt1_share,5.56,%
fp_util,31.2,%
gr-total-overflow,0,
muxShareOfSynthArea,12.2,%
avgSynthCellArea,9.76,sq um
p_leak,0.925,nW
ys_ff,32,
synthXorXnorAreaFrac,4.57,%
drt_wl_total,3200,um
end_kind,flip-flop,
drc_errors,0,
grt_pass1_vias,1241,
cp_data_required_time,3.82,ns
cts_tree,done,
grt_pass1_wl,5580,um
adder_share,10.3,%
antenna_found_initial,0,
report.final.hold_viol_count,0,
finalClockSkew,0.00132,ns
io_buffers,18,
die_h,77.9,um
setup_viol,0,
wl_per_cell,11.8,um
layout_top_cells,"32 x dfxtp_1, 23 x nor2b_1, 21 x mux2i_1",
slew_headroom,64.6,%
top_logic_kind,simple AND/OR/NAND/NOR gates,
cts_setup_buffers,0,
dr.first_iter.drc_count,25,
ant_nets,0,
synthTopCellsByArea,"dfxtp_1 37%, mux2i_1 12%, nor2b_1 8.3%",
irDropWorstVdd,0.000182,V
tns,0,ns
edf_count,0,
yosysTopAreaCellShare,37.1,%
dr.pass1.iters,4,
ys_sh_simple,20.1,%
dp_hpwl,2280,um
max_cap_violations,0,
synth_chip_area,1730,sq um
cp-start-kind,primary input,
ioPinCount,35,
post_synth_inst_count,177,
syn_area,1730,sq um
synth.distinct_cells,35,
slew_viol_final,0,
seqCellArea,641,sq um
die_w,77.9,um
async_reset_ff_share,0,%
grt_max_degree,41,
chipArea,6060,sq um
hold-worst-slack,0.498,ns
synthAoiAreaFrac,13.0,%
gp_congestion,0.778,
ys_seq_share,37.1,%
synth_warnings,1,
grt_use_total,11.8,%
cp_cell_sequence,"clkdlybuf4s50_1, inv_1, nor4_1, a41o_1, o211ai_1",
ys_cells,177,
cpMaxStageDelayCell,clkdlybuf4s50_1,
viasPerCell,4.84,
num_vias,1306,
arrival,2.46,ns
cts_resized,0,
lay_top_count,dfxtp_1,
warnings,41,
diodes,0,
hp-class,flip-flop to flip-flop,
rsz0062_at_grt,false,
path_class,primary input to flip-flop,
hold_buffers,0,
cts.sinks,32,
powerDensity,337,nW/um^2
crit_fanout,14,
core,5540,sq um
slowest_delay,0.80,ns
rows,27,
comb_area,1040,sq um
synth_area_leader_cell,dfxtp_1,
status,"finished, final reports clean",
worst_pin_slew,0.530,ns
fillers,572,
==> stage by stage <==
stage               cells  power (mW)  utilization, %  worst slack [ns]  cell area (sq um)
global placement      262       0.431            35.8              1.10               1980
global route          270       0.738            37.5              1.15               2080
floorplan             177       0.412               -              1.90               1730
finish                270       0.700            37.5              1.36               2080
detailed placement    262       0.432            35.8              1.10               1980
CTS                   270       0.716            37.5              1.36               2080
==> where the power goes <==
group	leakage, nW	internal [mW]	switching (mW)
logic	0.614	0.0318	0.0271
clock network	0.0510	0.149	0.128
registers	0.259	0.353	0.0107
==> final cells by class <==
cell class	count	area share, %
Multi-Input combinational cell	134	50.1
Inverter	3	0.542
Sequential cell	32	30.8
Clock inverter	2	0.482
Timing Repair Buffer	21	9.76
Clock buffer	6	3.98
Tap cell	72	4.34
==> layer usage <==
metal	track usage, %	vias up	share of wire [%]
met5	0	-	0
met4	0.566	0	0
met3	3.82	0	4.1
met2	20.3	17	49
met1	15.2	610	47
li1	-	679	-
==> sequential cells by signal, summed over array words and instances, names as in the netlist <==
signal	cells
x_anm_b	8
yreg_b	7
xreg_b	8
y_fwd_b	1
y_anm_b	7
x_fwd_b	1
==> cell families (layout without fill, tap and decap cells) <==
kind of cell / after synthesis / after routing
and+or+nand+nor: 59 / 59
AOI/OAI and AO/OA: 32 / 32
DFF: 32 / 32
muxes: 21 / 21
adders and majority gates: 13 / 13
buffers and inverters: 11 / 32
xor gates and xnor gates: 9 / 9
==> path summary, 6_finish.rpt <==
path                       to  depth (start not counted)  startpoint  slack [ns]
setup / recovery      y_fwd_b                          5        move        1.36
hold reg to reg    x_anm_b[7]                          2  x_anm_b[7]        0.50
hold / removal     x_anm_b[7]                          2  x_anm_b[7]        0.50
min in group clk1   xreg_b[6]                          2   xreg_b[6]        0.51
max in group clk1   xreg_b[1]                          4       ld_en        2.09
setup reg to reg   y_anm_b[6]                          7     y_fwd_b        1.68
==> Yosys cell counts (all sizes together) (4+ instances only) <==
master and n:
nor2b 23, a21o 4, nand2 10, xor2 5, a21oi 6, mux2i 21
clkbuf 4, buf 4, dfxtp 32, o211ai 5, ha 11, nand3 4
o21ai 4, xnor2 4
==> worst max-delay path: cells and delay by family <==
family	cells	cell delay (ns)
compound gates	2	0.30
simple gates	1	0.39
buf+inv	2	1.02
Power figures rest on the tool's default switching activity, not on a simulated workload.
